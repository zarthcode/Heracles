==> flow/design.v <==
module arbiter_rr(clk, rst, request0, request1, request2, grant0, grant1, grant2);
	input wire		clk;
	input wire		rst;
	input wire		request0;
	input wire		request1;
	input wire		request2;
	output wire		grant0;
	output wire		grant1;
	output wire		grant2;	
	reg				lgrant0;
	reg				lgrant1;
	reg				lgrant2;	
	reg				reqmask0;
	reg				reqmask1;
	reg				maskflag;
	reg				edgeflag;
	wire	[1:0]	mask;	 
	wire			busy;
	wire			beginflag;
	always @ (posedge clk)
		if (rst) begin		 
			lgrant0 <= 0;
			lgrant1 <= 0;
			lgrant2 <= 0;
		end else begin		 
			lgrant0 <=	(~busy & request0 & ~reqmask1 & ~reqmask0 & ~request1 & ~request2)	 
					|	(~busy & request0 & ~reqmask1 & reqmask0 & ~request2)				 
					|	(~busy & request0 & reqmask1 & ~reqmask0)							 
					|	(busy & lgrant0);													 
			lgrant1 <=	(~busy & request1 & ~reqmask1 & ~reqmask0)							 
					|	(~busy & request1 & ~reqmask1 & reqmask0 & ~request0 & ~request2)	 
					|	(~busy & request1 & reqmask1 & ~reqmask0 & ~request0)				 
					|	(busy & lgrant1);													 
			lgrant2 <=	(~busy & request2 & ~reqmask1 & ~reqmask0 & ~request1)				 
					|	(~busy & request2 & ~reqmask1 & reqmask0)							 
					|	(~busy & request2 & reqmask1 & ~reqmask0 & ~request0 & ~request1)	 
					|	(busy & lgrant2);													 
		end
	assign beginflag = (request0 | request1 |request2) & ~busy;
	always @ (posedge clk)
		begin
			maskflag <= (beginflag & ~edgeflag & ~maskflag);
			edgeflag <= (beginflag & ~edgeflag & maskflag)
						| (beginflag & edgeflag & ~maskflag);
		end
	assign busy = (request0 & lgrant0)
				| (request1 & lgrant1)
				| (request2 & lgrant2);
	assign mask = {lgrant2, lgrant1};
	always @ (posedge clk)
		if (rst) begin
			reqmask0 <= 0;
			reqmask1 <= 0;
		end else if(maskflag) begin
			reqmask0 <= mask[0];
			reqmask1 <= mask[1];
		end else begin
			reqmask0 <= reqmask0;
			reqmask1 <= reqmask1;
		end
	assign grant0 = lgrant0;
	assign grant1 = lgrant1;
	assign grant2 = lgrant2;
endmodule
==> flow/run.sh <==
#!/bin/bash
# OpenROAD 26Q1-2900-gdf79404cd8, Yosys 0.63+post, stock flow scripts
make -C /OpenROAD-flow-scripts/flow DESIGN_CONFIG=/design/flow/config.mk WORK_HOME=/design/flow/orfs finish
==> flow/config.mk <==
export PLATFORM = sky130hd
export DESIGN_NAME = arbiter_rr
export DESIGN_NICKNAME = arbiter_rr
export VERILOG_FILES = /design/flow/design.v
export SDC_FILE = /design/flow/constraint.sdc
export NUM_CORES = 4
export LEC_CHECK = 1
export CORE_AREA = 10 10 70 70
export DIE_AREA = 0 0 80 80
==> flow/constraint.sdc <==
current_design arbiter_rr

set clk_period 2.0
set clk_io_pct 0.2

create_clock -name clk0 -period $clk_period [get_ports {clk}]

set non_clock_inputs [all_inputs -no_clocks]
set_input_delay [expr $clk_period * $clk_io_pct] -clock clk0 $non_clock_inputs
set_output_delay [expr $clk_period * $clk_io_pct] -clock clk0 [all_outputs]
==> qor.csv <==
metric;value;unit
status;finished clean;
number of CTS-inserted buffers;3;
CTS Buffer Depth;2;
Max Slew Vio Count;0;
CP arrival;1.20;ns
post-CTS sizing;0;
via count;316;
Most common reg cell;dfxtp_1;
Post-synth EDFFs;0;
YS chip area;319;sq um
worst ir drop on vdd;0.165;mV
R2R Path Start;lgrant2;
PortBufs;7;
post-DP HPWL;563;um
max-capacitance violation count;0;
yosys warning tally;1;
H-Tree Depth;1;
Final setup violation count;0;
DR pass1 iterations;4;
leak pwr;0.000157;uW
Yosys Instances;35;
drt initial violations;10;
pwr dens;894;nW/um^2
FF+latch count, synth;7;
CTS Hold Bufs;0;
clk slew on worst S/H paths;0.05;ns
delay-heaviest family, CP;buffers and inverters;
worst hold start;edgeflag;
max_slew headroom;72.4;%
CP Buf/Inv Count;1;
Worst Path Max Fanout;6;
fp util;9.34;%
Core Area;3420;sq um
Die Size;6400;sq um
f_max;0.624;GHz
vias in the first global route;240;
Die Height;80;um
remaining global-route overflow;0;
CP Launch Type;flip-flop;
r2r endpoint;maskflag;
first-pass GRT wire length;1.17;mm
Reg2Reg Setup Slack;0.83;ns
crit end category;output pin;
Non-Filler Instances;92;
Clock Sinks;7;
wire length per cell;8.05;um
initial antenna violation count;0;
antenna-violating nets left;0;
CTS tree;done;
Seq share, synth;43.9;%
Top cells excl fill/tap;7 x dfxtp_1, 7 x clkdlybuf4s50_1, 4 x nor2_1;
cycle use final;80.1;%
Worst Max-Slew Pin Slew;0.411;ns
dpl cells;88;
synth unique cells;18;
Hold Crit Class;reg2reg;
clk latency of the worst-skew pair;0.25;ns
slowest CP cell;clkdlybuf4s50_1;
share of layout cells above drive strength 1;8.70;%
Min-Delay Path Depth;1;
worst r2r path cells;3;
fraction of synthesis flops using an asynchronous set or reset pin;0;%
clock skew;0.000385;ns
Post-CTS Setup Inserts;0;
die x size;80;um
RSZ-0062 raised after global routing;false;
largest net degree at the start of global routing;8;
DRC Markers;0;
RD Place Congestion;0.792;
routed vias/inst;3.43;
final critical-path required period;1.60;ns
setup TNS;0;ns
Ports;8;
std cell rows;21;
Tool Warnings;25;
post-synthesis instance total;35;
Inserted Diodes;0;
Root Buffer;clkbuf_4;
Final Hold Fails;0;
Syn Area/Cell;9.12;sq um
Synth Cell Area;319;sq um
aggregate routed wire length;741;um
critical path class;reg2out;
Hold Path End;maskflag;
crit path cell chain;clkdlybuf4s50_1;
Total GRT Usage;2.25;%
Layout Area Growth over Synthesis;48.2;%
slowest cell delay on critical path;0.52;ns
crit path DRT;1.60;ns
[flip-flops by register name (all words and copies together), names as in the netlist]
name      flops
lgrant2       1
lgrant0       1
maskflag      1
lgrant1       1
reqmask1      1
reqmask0      1
edgeflag      1
[where the power goes]
part           internal [uW]  switching (uW)  total [uW]  leakage [uW]
clock network           76.0            49.5         126     0.0000150
logic                   59.1            32.4        91.5     0.0000840
registers                170            36.2         206     0.0000576
[cell families (layout without fill, tap and decap cells)]
| group | Yosys count | after routing | synth area share (%) |
|---|---|---|---|
| muxes | 3 | 3 | 9.41 |
| buffers and inverters | 1 | 12 | 1.18 |
| DFF | 7 | 7 | 43.9 |
| and+or+nand+nor | 14 | 14 | 24.3 |
| AOI/OAI and AO/OA | 9 | 9 | 18.4 |
| xor gates and xnor gates | 1 | 1 | 2.75 |
[synthesized netlist by cell type, types with 2 or more instances]
library cell  instances  area, sq um
nand2b_1              2         12.5
o21ai_0               2         10.0
nor2_1                4         15.0
dfxtp_1               7          140
mux2i_1               3         30.0
nor3_1                3         15.0
a21oi_1               3         15.0
[per-layer routing]
metal | wire length (um) | vias to the layer above | GRT usage [%]
met2 | 294 | 14 | 2.89
met5 | 0 | - | 0
met3 | 80 | 2 | 1.36
li1 | - | 155 | -
met1 | 339 | 145 | 2.95
met4 | 27 | 0 | 0.880
[per-stage QoR]
step / hold WS, ns / area [sq um] / setup slack, ns / total power [uW] / utilization [%]
floorplan: 0.431 / 319 / 0.879 / 265 / -
global placement: 0.441 / 447 / 0.270 / 298 / 13.1
detailed placement: 0.449 / 447 / 0.213 / 302 / 13.1
CTS: 0.456 / 473 / 0.386 / 431 / 13.8
global route: 0.472 / 473 / 0.345 / 455 / 13.8
finish: 0.455 / 473 / 0.397 / 423 / 13.8
[worst max-delay path by stage]
stage         to  depth (start not counted)  slack [ns]     from
6_report  grant1                          1        0.40  lgrant1
5_1_grt   grant1                          1        0.35  lgrant1
4_1_cts   grant1                          1        0.39  lgrant1
[cell type report]
cell class              count  area (sq um)
flip-flops and latches      7           140
multi-input cells          27           175
well taps                  46          57.6
fillers                   392          2940
inverters                   1          3.75
repair buffers              7          70.1
clock buffers               4          26.3
Power is estimated from default activity; no workload was simulated.
