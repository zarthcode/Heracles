**./config.mk**
```make
export PLATFORM = sky130hd
export DESIGN_NAME = InstantaneousSlope
export DESIGN_NICKNAME = InstantaneousSlope
export VERILOG_FILES = /design/flow/design.v
export SDC_FILE = /design/flow/constraint.sdc
export NUM_CORES = 4
export LEC_CHECK = 1
export CORE_UTILIZATION = 50
```
**./constraint.sdc**
```tcl
current_design InstantaneousSlope

set clk_period 21.7
set clk_io_pct 0.2

create_clock -name clk0 -period $clk_period [get_ports {clk}]

set non_clock_inputs [all_inputs -no_clocks]
set_input_delay [expr $clk_period * $clk_io_pct] -clock clk0 $non_clock_inputs
set_output_delay [expr $clk_period * $clk_io_pct] -clock clk0 [all_outputs]
```
**./design.v**
```verilog
module InstantaneousSlope #(parameter W = 64) (value, result, clk);
	input wire [W-1:0] value;		 
	input wire clk;				 
	output reg [W-1:0] result;	 
	reg [W-1:0] prev_value;		 
	reg init;					 
	initial begin
		init = 0;
		prev_value = 0;
		result = 0;
	end
	always @ (posedge clk) begin
		if(init) begin
			result = (value - prev_value);  
			prev_value = value;
		end
		else begin
			init = 1;
			prev_value = value;
			result = 0;
		end
	end
endmodule
```
**./run.sh**
```bash
#!/bin/bash
# OpenROAD 26Q1-2900-gdf79404cd8, Yosys 0.63+post, stock flow scripts
make -C /OpenROAD-flow-scripts/flow DESIGN_CONFIG=/design/flow/config.mk WORK_HOME=/design/flow/orfs finish
```
==> flow_metrics.tcl <==
# place-and-route summary
set metrics [dict create \
    status "complete, no violations" \
    placementRows 42 \
    area_delta_synth_final_pct 28.7 \
    track_usage 0.256 \
    cts.sinks 129 \
    reg2reg_depth 11 \
    coreArea_mm2 0.0135 \
    crit_path_end "result[52]$_SDFF_PN0_" \
    pin_count 129 \
    die-area_mm2 0.0145 \
    synth_area_mm2 0.00699 \
    synthArstFlopShare 0 \
    antenna_cells 0 \
    grt_pass1_vias 5936 \
    warnings 26 \
    syn_inst 841 \
    dr.pass1.iters 5 \
    max_slew_margin 0.556 \
    combPwrFrac 0.234 \
    post-route-min-period_ns 7.39 \
    drc 0 \
    drv_cap 0 \
    ys_area_mm2 0.00699 \
    ys_seq_share 0.370 \
    synthTopCellsByArea "dfxtp_1 (37%), ha_1 (11%), a21oi_1 (6.1%)" \
    worstPathMaxFanout 4 \
    root_buffer "clkbuf_16" \
    setup_viol 0 \
    critical_path_class "in -> reg" \
    ir_worst_vdd_mv 0.0606 \
    p_clk_frac 0.408 \
    min_period_over_period 0.341 \
    max_freq_mhz 135 \
    yosysUniqueCellTypes 65 \
    clk_latency_ns 0.41 \
    seq_area_mm2 0.00258 \
    swShare 0.265 \
    final_core_util 0.668 \
    p_switching_w 0.000196 \
    fp_util 0.519 \
    p_seq_frac 0.359 \
    rrSetupSlack_ns 18.49 \
    synth_area_per_cell_um2 8.31 \
    ys_warn_count 1 \
    drive_gt1_frac 0.0567 \
    vias_per_cell 5.55 \
    post_cts_buffers 0 \
    top_area_frac 0.370 \
    grt_overflow 0 \
    logic_area_mm2 0.00396 \
    power_leakage_nw 4.05 \
    largest_area_cell "dfxtp_1" \
    n_fill_cell 1062 \
    holdBufCountCts 0 \
    vias 6360 \
    die_x_um 120 \
    hold_path.class "reg -> reg" \
    cts_buffers 17 \
    grt_max_degree 35 \
    worst_clock_skew_ns 0.00596 \
    powerDensity_mw_per_mm2 82.4 \
    antenna_left 0 \
    cts_max_level 4 \
    fin_tns_setup_ns 0 \
    antenna_found_initial 0 \
    gp_congestion 0.902 \
    hold_violations 0 \
    cts_tree "done" \
    clockBufferDepth 2 \
    clk_pin_slew_worst_paths_ns 0.06 \
    grt_pass1_wl_mm 28.9 \
    hpwl_mm 13.4 \
    drt_iter0_drc 480 \
    worstReg2RegStart "prev_value[0]$_DFF_P_" \
    ys_cells 841 \
    crit_arrival_ns 7.66 \
    tightest_slew_ns 0.660 \
    required_ns 21.97 \
    port_buffers 128 \
    drv_slew 0 \
    die_y_um 120 \
    min_path_cells 2 \
    crit_start "value[0]" \
    ys.flops 129 \
    synth-edff-count 0 \
    r2r-end "result[52]$_SDFF_PN0_" \
    flop_cell "dfxtp_1" \
    internal_power_w 0.000545 \
    ctsResizeCount 0 \
    rsz0062_at_grt "no" \
    worstSetupStartpointType "primary input" \
    wl_per_cell_um 15.4 \
    end_kind "register" \
    routed_wl_mm 17.7 \
]
[sequential cells by signal, indices dropped and copies added (netlist names)]
signal and flops:
result 64, prev_value 64, init 1
[per-layer routing]
layer	vias up	global-route usage	routed length, um
li1	3194	-	-
met1	2917	0.385	8390
met2	228	0.406	8010
met3	21	0.0458	1040
met4	0	0.0301	221
met5	-	0	0
[final cells by class]
| class | count | share of cell area |
|---|---|---|
| Inverter | 79 | 0.0330 |
| Multi-Input combinational cell | 600 | 0.440 |
| Tap cell | 176 | 0.0245 |
| Sequential cell | 129 | 0.287 |
| Timing Repair Buffer | 130 | 0.144 |
| Clock inverter | 13 | 0.0205 |
| Clock buffer | 19 | 0.0504 |
[power groups by stage]
stage	Sequential, W	Clock, W	Combinational [W]
final	0.000266	0.000302	0.000173
after global routing	0.000268	0.000322	0.000191
after CTS	0.000266	0.000307	0.000172
[critical path, cell delays in order]
cell and delay, ns:
clkdlybuf4s50_1 0.48, inv_1 0.05, ha_1 0.22, fa_1 0.43, nor2b_4 0.16, o31ai_2 0.08, a31oi_1 0.33, a221o_2 0.29
a21oi_1 0.15, a211o_1 0.45, a211oi_1 0.41, o21ai_0 0.11, nor3b_1 0.15
[through the flow]
stage / setup WS, ns / total power [W] / instances / instance area, um2 / hold slack [ns]
after global placement: 14.03 / 0.000440 / 1114 / 8350 / 0.500
after floorplan: 14.83 / 0.000369 / 841 / 6990 / 0.478
after detailed placement: 13.96 / 0.000441 / 1114 / 8350 / 0.500
after global routing: 14.14 / 0.000781 / 1146 / 8990 / 0.567
final: 14.31 / 0.000741 / 1146 / 8990 / 0.513
after CTS: 14.35 / 0.000746 / 1146 / 8990 / 0.515
[cells in the mapped netlist, drive strengths merged, types with 16 or more instances]
cell type and n:
a21o 31, a21oi 85, clkbuf 30, dfxtp 129
ha 63, inv 79, nand2 65, nand4 25
nor2 71, nor3 22, o21ai 54, xnor2 25
xor2 16
[logic make-up (layout without fill, tap and decap cells)]
logic type / count (synthesis) / count (layout) / share of synthesized area
buf+inv: 112 / 241 / 0.0638
xor+xnor: 41 / 41 / 0.0514
mux: 7 / 7 / 0.0100
simple gates: 245 / 245 / 0.170
flops: 129 / 129 / 0.370
other cells: 1 / 1 / 0.000537
compound gates: 242 / 242 / 0.219
fa+ha+maj: 64 / 64 / 0.116
[worst min path at each step]
stage	startpoint	to	slack, ns
after CTS	prev_value[0]$_DFF_P_	result[0]$_SDFF_PN0_	0.52
after global routing	prev_value[0]$_DFF_P_	result[0]$_SDFF_PN0_	0.57
final	prev_value[0]$_DFF_P_	result[0]$_SDFF_PN0_	0.51
[cells in the final DEF, fill, tap and decap left out, types with 5 or more instances in the layout]
| cell | n |
|---|---|
| o21a_1 | 12 |
| nor4_1 | 7 |
| nor2_1 | 71 |
| a31oi_1 | 10 |
| o21ai_0 | 52 |
| xor2_1 | 16 |
| a21oi_1 | 85 |
| nand2_1 | 65 |
| clkbuf_16 | 17 |
| mux2i_1 | 7 |
| and2_1 | 5 |
| nor3_1 | 22 |
| nand2b_1 | 10 |
| inv_1 | 78 |
| xnor2_1 | 25 |
| nand4_1 | 25 |
| nor2b_1 | 5 |
| nand3_1 | 11 |
| o21bai_1 | 10 |
| clkdlybuf4s50_1 | 128 |
| a21o_1 | 30 |
| or2_2 | 5 |
| o31ai_1 | 5 |
| dfxtp_1 | 129 |
| ha_1 | 63 |
No activity file was given, so power comes from the tool's default toggle rates.
